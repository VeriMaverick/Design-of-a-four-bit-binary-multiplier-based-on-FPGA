==> flow/design.v <==
module Adder(
Adder_In0,
Adder_In1,
Adder_Sum,
Adder_Cout
);
input  [3:0]Adder_In0;
input  [3:0]Adder_In1;
output  [3:0]Adder_Sum;
output  Adder_Cout;
assign   { Adder_Cout , Adder_Sum } = Adder_In0 + Adder_In1 ;
endmodule 
module Control_Unit(
CU_Clock,
CU_Reset,
CU_Start,
CU_Load_Q,
CU_Load_R,
CU_Load_P,
CU_Load_G,
CU_Shift ,
CU_Clear ,
CU_Cnt_en,
CU_Done,
CU_LSB_Q,
CU_Cnt_Out,
CU_Ack
);
input CU_Clock;
input CU_Reset;
input CU_Start;
input CU_LSB_Q;
input CU_Cnt_Out;
input CU_Ack;
output CU_Load_Q;
output CU_Load_R;
output CU_Load_P;
output CU_Load_G;
output CU_Shift ;
output CU_Clear ;
output CU_Cnt_en;
output CU_Done  ;
reg [2:0] present_state;
reg [2:0] next_state;
reg CU_Load_Q;
reg CU_Load_R;
reg CU_Load_P;
reg CU_Load_G;
reg CU_Shift ;
reg CU_Clear ;
reg CU_Cnt_en;
reg CU_Done  ;
parameter Idle =  3'b000;
parameter Init =  3'b001;
parameter Empty=  3'b011;
parameter Add  =  3'b010;
parameter Shift = 3'b110;
parameter Done  = 3'b111;
always@(posedge CU_Clock or posedge CU_Reset)
begin
	if(CU_Reset)
		present_state<=Idle;
	else
		present_state<=next_state;
end 
always@(*)
begin 
	case(present_state)
		Idle:
			begin 
				if(CU_Start)
					next_state=Init;
				else
					next_state=Idle;
				CU_Shift =1'b0;
				CU_Cnt_en=1'b0;
				CU_Load_Q=1'b0;
				CU_Load_R=1'b0;
				CU_Load_P=1'b0;
				CU_Load_G=1'b0;
				CU_Done  =1'b0;
				CU_Clear =1'b0;
			end
		Init:
			begin 
				next_state=Empty;
				CU_Shift =1'b0;
				CU_Cnt_en=1'b0;
				CU_Load_Q=1'b1;
				CU_Load_R=1'b1;
				CU_Load_P=1'b0;
				CU_Load_G=1'b0;
				CU_Done  =1'b0;
				CU_Clear =1'b1;
			end
		Empty:
			begin
				if(CU_Cnt_Out)
					next_state=Done;
				else if(CU_LSB_Q)
					next_state=Add;
				else if(!CU_LSB_Q)
					next_state=Shift;
				CU_Shift =1'b0;
				CU_Cnt_en=1'b0;
				CU_Load_Q=1'b0;
				CU_Load_R=1'b0;
				CU_Load_P=1'b0;
				CU_Load_G=1'b0;
				CU_Done  =1'b0;
				CU_Clear =1'b0;
			end
		Add:
			begin
				next_state=Shift;
				CU_Shift =1'b0;
				CU_Cnt_en=1'b0;
				CU_Load_Q=1'b0;
				CU_Load_R=1'b0;
				CU_Load_P=1'b1;
				CU_Load_G=1'b1;
				CU_Done  =1'b0;
				CU_Clear =1'b0;
			end 
		Shift:
			begin
				next_state=Empty;
				CU_Shift =1'b1;
				CU_Cnt_en=1'b1;
				CU_Load_Q=1'b0;
				CU_Load_R=1'b0;
				CU_Load_P=1'b0;
				CU_Load_G=1'b0;
				CU_Done  =1'b0;
				CU_Clear =1'b0;
			end
		Done:
			begin
				if(CU_Ack)
					next_state=Idle;
				else 
					next_state=Done;
				CU_Shift =1'b0;
				CU_Cnt_en=1'b0;
				CU_Load_Q=1'b0;
				CU_Load_R=1'b0;
				CU_Load_P=1'b0;
				CU_Load_G=1'b0;
				CU_Done  =1'b1;
				CU_Clear =1'b0;
			end
	endcase
end
endmodule 
module Counter(
Counter_Clear,
Counter_Clock,
Counter_Out,
Counter_En
);
input Counter_Clock;
input Counter_Clear;
input Counter_En; 
output Counter_Out;
reg [2:0] Counter_Num;
always@(posedge Counter_Clock)
begin
	if(Counter_Clear)
		Counter_Num<=1'b0;
	else if(Counter_En)
		Counter_Num<= 1'b1 + Counter_Num;
end
assign Counter_Out = Counter_Num[2];
endmodule 
module Data_Path(
DP_Q_In,
DP_R_In,
DP_P_Out,
DP_Shift,
DP_Cnt_En,
DP_Load_G,
DP_Load_Q,
DP_Load_R,
DP_Load_P,
DP_Cnt_Out,
DP_Q_LSB,
DP_Clock,
DP_Clear
);
input DP_Clock;
input DP_Clear;
input [3:0] DP_R_In;
input [3:0] DP_Q_In;
input DP_Shift;
input DP_Cnt_En;
input DP_Load_Q;
input DP_Load_G;
input DP_Load_P;
input DP_Load_R;
output [7:0]DP_P_Out;
output DP_Cnt_Out;
output DP_Q_LSB;
wire 	[3:0]R_to_A;
wire	[3:0]A_to_P;
wire	[3:0]P_to_A;
wire	A_to_G;
wire 	G_to_P;
Reg_Q U0(
.Reg_Q_Clock(DP_Clock),
.Reg_Q_Load(DP_Load_Q),
.Reg_Q_In(DP_Q_In),
.Reg_Q_Shift(DP_Shift),
.Reg_Q_LSB(DP_Q_LSB)
);
Reg_R U1(
.Reg_R_Clock(DP_Clock),
.Reg_R_Load(DP_Load_R),
.Reg_R_In(DP_R_In),
.Reg_R_Out(R_to_A)
);
Reg_P U2(
.Reg_P_Clock(DP_Clock),
.Reg_P_Clear(DP_Clear),
.Reg_P_Load(DP_Load_P),
.Reg_P_Shift(DP_Shift),
.Reg_P_Out(DP_P_Out),
.Reg_P_Carry(G_to_P),
.Reg_P_to_Adder(P_to_A),
.Reg_P_In(A_to_P)
);
Reg_G	U3(
.Reg_G_Clear(DP_Clear),
.Reg_G_Clock(DP_Clock),
.Reg_G_Load(DP_Load_G),
.Reg_G_Shift(DP_Shift),
.Reg_G_In(A_to_G),
.Reg_G_Out(G_to_P)
);
Adder	U4(
.Adder_In0(R_to_A),
.Adder_In1(P_to_A),
.Adder_Sum(A_to_P),
.Adder_Cout(A_to_G)
);
Counter	U5(
.Counter_Clear(DP_Clear),
.Counter_Clock(DP_Clock),
.Counter_Out(DP_Cnt_Out),
.Counter_En(DP_Cnt_En)
);
endmodule 
module Multiplier(
Clock,
Reset,
Multiplier_Q,
Multiplier_R,
Multiplier_P,
Start,
Done,
Ack,
Q_Data0,
Q_Data1,
R_Data0,
R_Data1,
P_Data0,
P_Data1,
P_Data2
);
input Clock;
input Reset;
input [3:0]Multiplier_Q;
input [3:0]Multiplier_R;
input Start;
input Ack;
output [6:0]Q_Data0;
output [6:0]Q_Data1;
output [6:0]R_Data0;
output [6:0]R_Data1;
output [6:0]P_Data0;
output [6:0]P_Data1;
output [6:0]P_Data2;
output [7:0]Multiplier_P;
output Done;
wire Load_Q;
wire Load_R;
wire Load_P;
wire Load_G;
wire Clear ;
wire SHift ;
wire Cnt_Out;
wire Q_LSB;
wire Cnt_en;
Control_Unit	U0(
.CU_Clock(Clock), 
.CU_Reset(Reset),
.CU_Cnt_en(Cnt_en),
.CU_Start(Start),
.CU_Done(Done),
.CU_Shift(SHift),
.CU_Cnt_Out(Cnt_Out),
.CU_LSB_Q(Q_LSB),
.CU_Load_Q(Load_Q),
.CU_Load_R(Load_R),
.CU_Load_P(Load_P),
.CU_Load_G(Load_G),
.CU_Clear(Clear),
.CU_Ack(Ack)
);
Data_Path	U1(
.DP_Q_In(Multiplier_Q),
.DP_R_In(Multiplier_R),
.DP_P_Out(Multiplier_P),
.DP_Shift(SHift),
.DP_Cnt_En(Cnt_en),
.DP_Load_G(Load_G),
.DP_Load_Q(Load_Q),
.DP_Load_R(Load_R),
.DP_Load_P(Load_P),
.DP_Cnt_Out(Cnt_Out),
.DP_Q_LSB(Q_LSB),
.DP_Clock(Clock),
.DP_Clear(Clear)
);
Nixie_Tube	U2(
.Q_BCD(Multiplier_Q),
.R_BCD(Multiplier_R),
.P_BCD(Multiplier_P),
.Q_Data0(Q_Data0),
.Q_Data1(Q_Data1),
.R_Data0(R_Data0),
.R_Data1(R_Data1),
.P_Data0(P_Data0),
.P_Data1(P_Data1),
.P_Data2(P_Data2)
);
endmodule 
module Nixie_Tube(
Q_BCD,
R_BCD,
P_BCD,
Q_Data0,
Q_Data1,
R_Data0,
R_Data1,
P_Data0,
P_Data1,
P_Data2
);
input [3:0]Q_BCD;
input [3:0]R_BCD;
input [7:0]P_BCD;
output [6:0] Q_Data0;
output [6:0] Q_Data1;
output [6:0] R_Data0;
output [6:0] R_Data1;
output [6:0] P_Data0; 
output [6:0] P_Data1; 
output [6:0] P_Data2; 
reg [3:0]Q_BCD_A;
reg [3:0]Q_BCD_B;
reg [3:0]R_BCD_A;
reg [3:0]R_BCD_B;
reg [6:0] Q_Data0;
reg [6:0] Q_Data1;
reg [6:0] R_Data0;
reg [6:0] R_Data1;
reg [7:0] P_BCD_A; 
reg [7:0] P_BCD_B; 
reg [7:0] P_BCD_C; 
reg [6:0]P_Data0;
reg [6:0]P_Data1;
reg [6:0]P_Data2;
always @ ( Q_BCD )
begin
Q_BCD_A = Q_BCD/10;	 
Q_BCD_B = Q_BCD%10;	 
end 
always @ (Q_BCD_A)
begin
	case(Q_BCD_A)
		4'd0:   begin Q_Data1=7'b1000000;  end
		4'd1:   begin Q_Data1=7'b1111001;  end
      4'd2:   begin Q_Data1=7'b0100100;  end
		default:begin Q_Data1=7'b0111111;  end
	endcase 
end 
always @ (Q_BCD_B)
begin
		case(Q_BCD_B)
			4'd0:   begin Q_Data0=7'b1000000;   end
			4'd1:   begin Q_Data0=7'b1111001;   end
         4'd2:   begin Q_Data0=7'b0100100;   end
         4'd3:   begin Q_Data0=7'b0110000;   end
			4'd4:   begin Q_Data0=7'b0011001;   end
			4'd5:   begin Q_Data0=7'b0010010;   end
			4'd6:   begin Q_Data0=7'b0000010;   end
			4'd7:   begin Q_Data0=7'b1111000;   end
			4'd8:   begin Q_Data0=7'b0000000;   end
			4'd9:   begin Q_Data0=7'b0010000;   end
			default:begin Q_Data0=7'b0111111;   end
   endcase 
end 
always @ ( R_BCD )
begin
R_BCD_A = R_BCD/10;	 
R_BCD_B = R_BCD%10;	 
end 
always @ (R_BCD_A) 
begin
	case(R_BCD_A)
		4'd0:   begin R_Data1=7'b1000000;  end
		4'd1:   begin R_Data1=7'b1111001;  end
      4'd2:   begin R_Data1=7'b0100100;  end
		default:begin R_Data1=7'b0111111;  end
	endcase 
end 
always @ (R_BCD_B) 
begin
		case(R_BCD_B)
			4'd0:   begin R_Data0=7'b1000000;   end
			4'd1:   begin R_Data0=7'b1111001;   end
         4'd2:   begin R_Data0=7'b0100100;   end
         4'd3:   begin R_Data0=7'b0110000;   end
			4'd4:   begin R_Data0=7'b0011001;   end
			4'd5:   begin R_Data0=7'b0010010;   end
			4'd6:   begin R_Data0=7'b0000010;   end
			4'd7:   begin R_Data0=7'b1111000;   end
			4'd8:   begin R_Data0=7'b0000000;   end
			4'd9:   begin R_Data0=7'b0010000;   end
			default:begin R_Data0=7'b0111111;   end
   endcase 
end 
always @ ( P_BCD )
begin
P_BCD_A = P_BCD/100;		 
P_BCD_B = P_BCD/10%10;	 
P_BCD_C = P_BCD%10;		 
end 
always @ (P_BCD_A) 
begin
	case(P_BCD_A)
		4'd0:   begin P_Data2=7'b1000000;  end
		4'd1:   begin P_Data2=7'b1111001;  end
      4'd2:   begin P_Data2=7'b0100100;  end
		default:begin P_Data2=7'b0111111;  end
	endcase 
end 
always @ (P_BCD_B) 
begin
	case(P_BCD_B)
		4'd0:   begin P_Data1=7'b1000000;   end
		4'd1:   begin P_Data1=7'b1111001;   end
		4'd2:   begin P_Data1=7'b0100100;   end
		4'd3:   begin P_Data1=7'b0110000;   end
		4'd4:   begin P_Data1=7'b0011001;   end
		4'd5:   begin P_Data1=7'b0010010;   end
		4'd6:   begin P_Data1=7'b0000010;   end
		4'd7:   begin P_Data1=7'b1111000;   end
		4'd8:   begin P_Data1=7'b0000000;   end
		4'd9:   begin P_Data1=7'b0010000;   end
		default:begin P_Data1=7'b0111111;   end
   endcase 
end 
always @ (P_BCD_C) 
begin
		case(P_BCD_C)
			4'd0:   begin P_Data0=7'b1000000;   end
			4'd1:   begin P_Data0=7'b1111001;   end
         4'd2:   begin P_Data0=7'b0100100;   end
         4'd3:   begin P_Data0=7'b0110000;   end
			4'd4:   begin P_Data0=7'b0011001;   end
			4'd5:   begin P_Data0=7'b0010010;   end
			4'd6:   begin P_Data0=7'b0000010;   end
			4'd7:   begin P_Data0=7'b1111000;   end
			4'd8:   begin P_Data0=7'b0000000;   end
			4'd9:   begin P_Data0=7'b0010000;   end
			default:begin P_Data0=7'b0111111;   end
   endcase 
end
endmodule 
module Reg_G(
Reg_G_Clock,
Reg_G_Clear,
Reg_G_Load,
Reg_G_Shift,
Reg_G_In,
Reg_G_Out
);
input Reg_G_Clear;
input Reg_G_Clock;
input Reg_G_Load;
input Reg_G_Shift;
inout Reg_G_In;
output Reg_G_Out;
reg G_Reg;
always@( posedge Reg_G_Clock )
begin 
	if(Reg_G_Clear)
		G_Reg <= 0;
   else if(Reg_G_Load)
		G_Reg <= Reg_G_In;
	else if(Reg_G_Shift)
		G_Reg <= 0;
end
assign Reg_G_Out = G_Reg;
endmodule 
module Reg_P(
Reg_P_Clock,
Reg_P_Clear,
Reg_P_In,
Reg_P_Load,
Reg_P_Shift,
Reg_P_Out,
Reg_P_Carry,
Reg_P_to_Adder
);
input Reg_P_Clock;
input Reg_P_Clear;
input [3:0] Reg_P_In;
input Reg_P_Shift;
input Reg_P_Load;
input Reg_P_Carry;
output [7:0] Reg_P_Out;
output [3:0] Reg_P_to_Adder;
reg [7:0] P_Reg;
always@(posedge Reg_P_Clock or posedge Reg_P_Clear)
 begin 
	if(Reg_P_Clear)
		P_Reg<=8'b0;
	else if(Reg_P_Load)
		P_Reg[7:4]<=Reg_P_In;
	else if(Reg_P_Shift)
    P_Reg <= {Reg_P_Carry,P_Reg[7:1]};
	else 
	P_Reg <= P_Reg;
end
assign Reg_P_Out = P_Reg;
assign Reg_P_to_Adder = P_Reg[7:4];
endmodule 
module Reg_Q(
Reg_Q_Clock,
Reg_Q_In,
Reg_Q_Load,
Reg_Q_Shift,
Reg_Q_LSB
);
input [3:0]	Reg_Q_In;
input Reg_Q_Load;
input Reg_Q_Clock;
input Reg_Q_Shift;
output Reg_Q_LSB;
reg [3:0]Q_Reg;
always @ ( posedge Reg_Q_Clock )
begin 
	if(Reg_Q_Load)
		Q_Reg <= Reg_Q_In;
	else if(Reg_Q_Shift)
		Q_Reg <= { 1'b0 , Q_Reg[3:1] };
	else
		Q_Reg <= Q_Reg;
end 
assign Reg_Q_LSB = Q_Reg[0];
endmodule 
module Reg_R(
Reg_R_Clock,
Reg_R_In,
Reg_R_Load,
Reg_R_Out
);
input Reg_R_Clock;
input [3:0] Reg_R_In;
input Reg_R_Load;
output[3:0] Reg_R_Out;
reg [3:0] Reg_R_Out;
always@(posedge Reg_R_Clock)
begin 
	if(Reg_R_Load)
		Reg_R_Out <= Reg_R_In;
	else 
		Reg_R_Out <= Reg_R_In;
end 
endmodule 
==> flow/run.sh <==
#!/bin/bash
# OpenROAD 26Q1-2900-gdf79404cd8, Yosys 0.63+post, stock flow scripts
make -C /OpenROAD-flow-scripts/flow DESIGN_CONFIG=/design/flow/config.mk WORK_HOME=/design/flow/orfs finish
==> flow/config.mk <==
export PLATFORM = sky130hd
export DESIGN_NAME = Multiplier
export DESIGN_NICKNAME = Multiplier
export VERILOG_FILES = /design/flow/design.v
export SDC_FILE = /design/flow/constraint.sdc
export NUM_CORES = 4
export LEC_CHECK = 1
export CORE_UTILIZATION = 40
==> flow/constraint.sdc <==
current_design Multiplier

set clk_period 7.1
set clk_io_pct 0.2

create_clock -name clk0 -period $clk_period [get_ports {Clock}]

set non_clock_inputs [all_inputs -no_clocks]
set_input_delay [expr $clk_period * $clk_io_pct] -clock clk0 $non_clock_inputs
set_output_delay [expr $clk_period * $clk_io_pct] -clock clk0 [all_outputs]
==> flow_metrics.py <==
# Auto-generated metrics
metrics = {
    "final_layout": {
        "area_growth_syn_to_layout_pct": 26.9,
        "layout-drive-gt1-share_pct": 15.9,
        "fillerInstances": 890,
    },
    "setup_path": {
        "critPathRequiredTime_ns": 5.68,
        "worstPathCellList": "inv_4 > ha_4 > nor2b_4 > o21ai_2 > ha_4 > and3b_2 > a32oi_2 > o211ai_4 > a2111o_1 > inv_2 > xnor2_2 > or2_1 > o21ai_2 > or3_4 > o21a_1 > ha_2 > inv_2 > o21ai_1 > mux2_4 > or3b_1 > a311o_1 > clkdlybuf4s50_1",
        "setup.reg_to_reg.worst_slack_ns": 5.32,
        "critical-path-slowest-cell": "a2111o_1",
        "cp_data_arrival_time_ns": 5.42,
        "reg2reg_depth": 7,
        "crit_path_end_kind": "primary output",
        "critical_path_peak_fanout": 7,
        "worstSetupEndpoint": "P_Data1[4]",
        "crit_type": "register to primary output",
        "highest_cell_delay_on_the_worst_timing_path_ns": 0.48,
        "r2r-start": "U1.U2.P_Reg[4]",
        "worst_r2r_endpoint": "U1.U3.G_Reg",
        "startpoint_type": "register",
        "timing.critical_path.from": "U1.U2.P_Reg[4]",
    },
    "global_routing": {
        "grt_overflow": 0,
        "grt_max_degree": 27,
        "grt_first_pass_wirelength_um": 16400,
        "antenna_found_initial": 0,
        "vias_in_the_first_global_route": 3462,
        "groute.usage.overall_pct": 19.8,
    },
    "clocking": {
        "tritoncts.num_buffers": 3,
        "max-clock-path-buffers": 2,
        "cts.root.buffer_cell": "clkbuf_8",
        "tritoncts_clock_tree": "done",
        "cts_h_tree_lvls": 1,
        "clkLatencyLatePin_ns": 0.26,
        "cts-hold-fix-buffers": 0,
        "cts.clk_slew.worst_paths_ns": 0.08,
    },
    "hold_path": {
        "min_path_type": "register to register",
    },
    "power_and_ir_drop": {
        "combinationalPowerShare_pct": 83.1,
        "clock_share_of_power_pct": 6.2,
        "finalPower_mw": 1.32,
        "ir_worst_vdd_v": 0.000140,
        "power.switching_mw": 0.577,
        "power_frac_seq_pct": 10.7,
        "p_leak_nw": 2.09,
        "internal_power_mw": 0.745,
        "sw_frac_of_total_pct": 43.6,
        "cellPowerDensity_nw_per_um2": 265,
    },
    "sta": {
        "grt_setup_unrepaired": "no",
        "hold_violation_count_in_the_final_report": 0,
        "worstMarginPinSlew_ns": 0.634,
        "final_critical_path_setup_slack_ns": 0.258,
        "finClkSkew_ns": 0.00277,
        "timing.max_slew.rel_slack_pct": 57.4,
        "timing.fmax_ghz": 0.146,
        "number_of_unconstrained_endpoints": 15,
        "unclocked_pins": 7,
        "final_worst_hold_slack_ns": 0.516,
        "report.final.slew_viol_count": 0,
        "setup_violations": 0,
        "finalWorstPathRequiredPeriod_ns": 6.84,
        "fin_crit_sh_pct": 96.4,
    },
    "synth": {
        "topCellsByArea": "ha_1 (12%), dfrtp_1 (7.0%), o21ai_0 (4.2%), dfxtp_1 (4.1%), buf_4 (4.0%)",
        "syn-cell-area_um2": 3930,
        "post-synth-top-area-fraction_pct": 12.4,
        "numSynthFlops": 30,
        "synth.yosys.num_cells": 518,
        "post_synth_most_frequent_cells": "nand2_1 (42), nor2_1 (42), ha_1 (39)",
        "post_synth_inst_count": 518,
        "yosys.area.top_type": "ha_1",
        "post_synth_tally_of_flip_flops_with_integrated_enable": 4,
        "ys_types": 87,
        "yosys_reported_design_area_after_synthesis_um2": 3930,
        "avgSynthCellArea_um2": 7.59,
        "yosysWarnings": 7,
        "async_reset_ff_share_pct": 36.7,
        "yosys_most_used_dff": "dfrtp_1",
    },
    "floorplan": {
        "design.core.area_um2": 9370,
        "floorplan.die_area_um2": 10200,
        "ios": 70,
        "die_width_um": 101,
        "die_h_um": 101,
        "initial_core_util_pct": 42.0,
        "fp-row-count": 35,
    },
    "routing": {
        "dr.first_iter.drc_count": 218,
        "drt-vias-per-instance": 5.51,
        "antenna_violating_nets_post_route": 0,
        "drc": 0,
        "drt_pass1_iterations": 4,
        "antennaDiodeCount": 0,
        "routed-via-count": 3938,
        "route.final.wire_length_um": 9870,
        "wl_per_cell_um": 13.8,
    },
    "job": {
        "stage_log_warnings": 48,
        "timing.max_cap.violations": 0,
    },
    "place": {
        "dp.final_hpwl_um": 7430,
        "portBuffers": 63,
        "gp_congestion": 0.909,
        "preCtsSetupSlack_ns": 0.0968,
    },
    "run_status": {
        "run_status": "complete, no violations",
    },
}
layout by cell type, fill, tap and decap left out, types with 12 or more instances in the layout:
cell / count
a21oi_1: 28
buf_4: 34
clkdlybuf4s50_1: 63
ha_1: 34
inv_1: 32
mux2i_1: 14
nand2_1: 42
nand3_1: 12
nor2_1: 42
o21ai_0: 29
o21ai_1: 12
power groups by stage:
| stage | clock network (mW) | registers (mW) | logic, mW |
|---|---|---|---|
| after CTS | 0.0850 | 0.141 | 1.01 |
| after global routing | 0.0912 | 0.142 | 1.22 |
| final | 0.0820 | 0.141 | 1.10 |
how the worst min path moves through the flow:
stage | startpoint | end | slack [ns] | cells after the start
after CTS | U1.U5.Counter_Num[1] | U1.U5.Counter_Num[1] | 0.52 | 2
after global routing | U1.U5.Counter_Num[1] | U1.U5.Counter_Num[1] | 0.55 | 2
final | U1.U5.Counter_Num[1] | U1.U5.Counter_Num[1] | 0.52 | 2
state kept, by name (all words and copies together), names as in the netlist:
name               count
U0.CU_Done             1
U0.CU_Load_G           1
U0.present_state       3
U1.U3.G_Reg            1
U1.U5.Counter_Num      3
U1.U0.Q_Reg            4
U1.U2.P_Reg            8
U1.U1.Reg_R_Out        4
U0.CU_Clear            1
U0.CU_Shift            1
U0.next_state          3
what timing repair did:
action	in CTS	in global routing
pin swaps	1	15
gates resized	11	29
endpoints found under the setup margin	8	14
buffers inserted	1	16
endpoints found under the hold margin	0	0
area by class of cell:
| type | instances | area (um2) | area share [%] |
|---|---|---|---|
| Multi-Input combinational cell | 416 | 3080 | 61.7 |
| Inverter | 38 | 145 | 2.91 |
| Timing Repair Buffer | 98 | 897 | 18.0 |
| Tap cell | 129 | 161 | 3.23 |
| Clock inverter | 1 | 5.00 | 0.100 |
| Clock buffer | 3 | 41.3 | 0.827 |
| Sequential cell | 30 | 661 | 13.2 |
layer usage:
layer	track usage [%]	vias to the layer above	routed length, um
li1	-	1996	-
met1	30.8	1841	4960
met2	31.1	97	4440
met3	2.73	4	430
met4	1.00	0	38
met5	0	-	0
metrics by stage:
stage / TNS (ns) / std cells / instance area (um2) / utilization, %
floorplan: 0 / 522 / 3950 / -
global placement: 0 / 694 / 4640 / 49.5
detailed placement: 0 / 694 / 4640 / 49.5
CTS: -0.0921 / 699 / 4740 / 50.6
global route: 0 / 715 / 4990 / 53.3
finish: 0 / 715 / 4990 / 53.3
worst max-delay path: cells and delay by family, from the launching register on:
family | cells | cell delay (ns)
simple gates | 5 | 1.28
buf+inv | 4 | 0.68
compound gates | 8 | 1.68
fa+ha+maj | 3 | 0.65
flops | 1 | 0.41
xor+xnor | 1 | 0.13
mux | 1 | 0.30
cell families (layout without fill, tap and decap cells):
logic type	count (synthesis)	count (layout)	share of synthesized area [%]
xor gates and xnor gates	11	11	2.45
muxes	20	20	5.37
adders and majority gates	43	43	13.7
latches	7	7	2.67
other	2	6	0.191
AOI/OAI and AO/OA	164	164	29.4
DFF	23	23	14.1
buffers and inverters	76	140	9.67
and+or+nand+nor	172	172	22.4
Power and IR drop assume default switching activity.
